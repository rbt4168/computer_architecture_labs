--- design/flow/design.v ---
module IDEX (
    input RegWrite_i,
    input MemtoReg_i,
    input MemRead_i,
    input MemWrite_i,
    input [1:0] ALUOp_i,
    input ALUSrc_i,
    input [31:0] ReadData1_i,
    input [31:0] ReadData2_i,
    input [31:0] ImmGen_i,
    input [31:0] Inst_i,
    output RegWrite_o,
    output MemtoReg_o,
    output MemRead_o,
    output MemWrite_o,
    output [1:0] ALUOp_o,
    output ALUSrc_o,
    output [31:0] ReadData1_o,
    output [31:0] ReadData2_o,
    output [31:0] ImmGen_o,
    output [31:0] Inst_o,
    input rst_i,
    input clk_i
);
reg RegWrite_s;
reg MemtoReg_s;
reg MemRead_s;
reg MemWrite_s;
reg [1:0] ALUOp_s;
reg ALUSrc_s;
reg [31:0] ReadData1_s;
reg [31:0] ReadData2_s;
reg [31:0] ImmGen_s;
reg [31:0] Inst_s;
always@(posedge clk_i or negedge rst_i) begin
    if(~rst_i) begin
        RegWrite_s <= 1'b0;
        MemtoReg_s <= 1'b0;
        MemRead_s <= 1'b0;
        MemWrite_s <= 1'b0;
        ALUOp_s <= 2'b0;
        ALUSrc_s <= 1'b0;
        ReadData1_s <= 32'b0;
        ReadData2_s <= 32'b0;
        ImmGen_s <= 32'b0;
        Inst_s <= 32'b0;
    end
    else begin
        RegWrite_s <= RegWrite_i;
        MemtoReg_s <= MemtoReg_i;
        MemRead_s <= MemRead_i;
        MemWrite_s <= MemWrite_i;
        ALUOp_s <= ALUOp_i;
        ALUSrc_s <= ALUSrc_i;
        ReadData1_s <= ReadData1_i;
        ReadData2_s <= ReadData2_i;
        ImmGen_s <= ImmGen_i;
        Inst_s <= Inst_i;
    end
end
assign RegWrite_o = RegWrite_s;
assign MemtoReg_o = MemtoReg_s;
assign MemRead_o = MemRead_s;
assign MemWrite_o = MemWrite_s;
assign ALUOp_o = ALUOp_s;
assign ALUSrc_o = ALUSrc_s;
assign ReadData1_o = ReadData1_s;
assign ReadData2_o = ReadData2_s;
assign ImmGen_o = ImmGen_s;
assign Inst_o = Inst_s;
endmodule
--- design/flow/config.mk ---
export PLATFORM = sky130hd
export DESIGN_NAME = IDEX
export DESIGN_NICKNAME = IDEX
export VERILOG_FILES = /design/flow/design.v
export SDC_FILE = /design/flow/constraint.sdc
export NUM_CORES = 4
export LEC_CHECK = 1
export CORE_AREA = 10 10 170 170
export DIE_AREA = 0 0 180 180
--- design/flow/constraint.sdc ---
current_design IDEX

set clk_period 1.0
set clk_io_pct 0.2

create_clock -name clk0 -period $clk_period [get_ports {clk_i}]

set non_clock_inputs [all_inputs -no_clocks]
set_input_delay [expr $clk_period * $clk_io_pct] -clock clk0 $non_clock_inputs
set_output_delay [expr $clk_period * $clk_io_pct] -clock clk0 [all_outputs]
--- design/flow/run.sh ---
#!/bin/bash
# OpenROAD 26Q1-2900-gdf79404cd8, Yosys 0.63+post, stock flow scripts
make -C /OpenROAD-flow-scripts/flow DESIGN_CONFIG=/design/flow/config.mk WORK_HOME=/design/flow/orfs finish
==> results.ini <==
[outcome]
status = finished, violations left
violations = negative setup slack

[floorplanning]
die_y_um = 180
die_area_sq_mm = 0.0324
ioPinCount = 272
placementRows = 58
core_sq_mm = 0.0252
fp_util = 0.134
die_x_um = 180

[timing]
fmax_ghz = 0.911
period_needed_ns = 1.10
period_used_share = 1.10
maxSlewHeadroom = 0.618
finalMaxSlewViolations = 0
worstMarginPinSlew_ns = 0.571
rsz0062_at_grt = true
finalWorstSetupSlack_ns = -0.0978
finalSetupViolCount = 135
finalHoldViolCount = 0

[clocking]
root_buffer = clkbuf_16
cts.sinks = 135
clockBufferDepth = 2
h-tree-depth = 4
postCtsSetupBuffers = 0
cts_buffers = 17
clk_pin_slew_ns = 0.06
cts_tree = done

[worst_hold_path]
whs_path_depth = 1
min_from = ImmGen_i[29]
min_path_type = primary input to register
whs_endpoint = ImmGen_s[29]

[synthesis]
synth_chip_area_sq_mm = 0.00338
syn_avg_cell_area_sq_um = 25.0
syn_inst = 135
ys_seq_frac = 1.00
compound_area_frac = 0
yosys_cells = 135
yosysTopAreaCellShare = 1.00
most_common_cell = dfrtp_1
xor_area_frac = 0
synth_cell_type_count = 1
ys_async_sr_fraction = 1.00
ys_top_cells_by_count = dfrtp_1 (135)
ys_sh_adder = 0
top_area_cell = dfrtp_1
yosys_warnings = 1
synthTopCellsByArea = dfrtp_1 (100%)
ff_type = dfrtp_1
ys_sh_mux = 0
edf_count = 0
ys_seq_elements = 135
ys_sh_simple = 0
syn_area_sq_mm = 0.00338

[global_routing]
antenna_found_initial = 0
overflow = 0
grtUsageTotal = 0.0777
grt_max_degree = 39
grt_pass1_wl_mm = 18.8
grt_pass1_vias = 2665

[placed_design]
placedInstanceArea_sq_mm = 0.00657
place_congestion = 0.744
dp.cells = 741
hpwl_mm = 9.91
io_buffers = 271

[power_and_ir_drop]
power.total_mw = 12.2
irDropWorstVdd_mv = 0.723
p_leak_nw = 2.95
p_per_area_mw_per_mm2 = 1890

[route]
ant_nets = 0
drcViolationCount = 0
wl_mm = 12.6
via_per_inst = 2.91
vias = 2258
wl_per_cell_um = 16.3
diodes = 0
drtIter0Drc = 64
firstDrtPassIters = 2

[setup_path]
critPathLaunchType = register
worst_ep_arrival_time_ns = 0.90
crit_chain = buf_6
cp-end-kind = primary output
critPathMaxFanout = 1
cpLargestDelayFamily = flip-flops
path_buffers = 1
max_stage_delay_ns = 0.38
critical_path_class = register to primary output
crit_slowest_cell = dfrtp_1
crit_required_ns = 0.80
critPathLaunch = ReadData2_s[23]

[layout]
syn_to_final_growth_pct = 91.9
layout-drive-gt1-share = 0.384
logic_area_sq_um = 0
finalInstanceArea_sq_mm = 0.00648
logic_gate_count = 0
fin_cells = 775

[run]
warnings = 27
cap_violations = 0

-- layout make-up --
cell class              count  area, sq um
repair buffers            281         2180
clock inverters             9         56.3
well taps                 330          413
clock buffers              20          457
fillers                  2583        18700
flip-flops and latches    135         3380
-- timing repair --
item                                    in CTS  in global routing
hold buffers                                 4                  1
endpoints found under the setup margin     135                212
endpoints found under the hold margin       32                101
resized                                    434                  0
-- cell usage in the layout (no fill, tap or decap) --
cell type,instances
clkinv_4,1
clkbuf_8,2
buf_4,3
clkinv_2,5
clkbuf_1,1
buf_2,134
buf_12,4
dlygate4sd3_1,3
clkinvlp_4,3
clkbuf_16,17
clkdlybuf4s50_1,135
dfrtp_1,135
buf_6,2
-- how the worst max path moves through the flow --
| stage | to | cells past startpoint | slack [ns] |
|---|---|---|---|
| after global routing | ReadData1_o[19] | 1 | -0.15 |
| after CTS | ReadData2_o[23] | 1 | -0.14 |
| final | ReadData2_o[23] | 1 | -0.1 |
-- logic make-up after synthesis --
family,Yosys count
flops,135
-- routing by layer --
| layer | global-route usage | part of all wire |
|---|---|---|
| met1 | 0.0951 | 0.40 |
| met2 | 0.125 | 0.48 |
| met3 | 0.0403 | 0.11 |
| met4 | 0.00827 | 0.0086 |
| met5 | 0 | 0 |
-- power breakdown --
part	switching [mW]	internal (mW)	total, mW
Sequential	0.0575	5.74	5.80
Combinational	0.268	0.683	0.951
Clock	2.24	3.23	5.48
Total	2.57	9.66	12.2
-- flip-flops by register name (all words and copies together) (netlist names), 2 cells and up --
name / cells
ImmGen_s: 32
Inst_s: 32
ReadData1_s: 32
ReadData2_s: 32
ALUOp_s: 2
-- metrics by stage --
step	setup WS, ns	utilization	setup TNS (ns)	hold slack, ns
finish	-0.0978	0.257	-8.87	0.230
global route	-0.150	0.257	-18.43	0.201
CTS	-0.136	0.257	-15.70	0.198
detailed placement	-0.0627	0.261	-0.187	0.115
global placement	-0.0613	0.261	-0.258	0.115
floorplan	0.488	-	0	-0.0956
Power and IR drop assume default switching activity.
