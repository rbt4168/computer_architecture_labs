<file path="/design/flow/design.v">
module EXMEM (
    input RegWrite_i,
    input MemtoReg_i,
    input MemRead_i,
    input MemWrite_i,
    input [31:0] ALUresult_i,
    input [31:0] ReadData2_i,
    input [31:0] Inst_i,
    output RegWrite_o,
    output MemtoReg_o,
    output MemRead_o,
    output MemWrite_o,
    output [31:0] ALUresult_o,
    output [31:0] ReadData2_o,
    output [31:0] Inst_o,
    input rst_i,
    input clk_i
);
reg RegWrite_s;
reg MemtoReg_s;
reg MemRead_s;
reg MemWrite_s;
reg [31:0] ALUresult_s;
reg [31:0] ReadData2_s;
reg [31:0] Inst_s;
always@(posedge clk_i or negedge rst_i) begin
    if(~rst_i) begin
        RegWrite_s <= 1'b0;
        MemtoReg_s <= 1'b0;
        MemRead_s <= 1'b0;
        MemWrite_s <= 1'b0;
        ALUresult_s <= 32'b0;
        ReadData2_s <= 32'b0;
        Inst_s <= 32'b0;
    end
    else begin
        RegWrite_s <= RegWrite_i;
        MemtoReg_s <= MemtoReg_i;
        MemRead_s <= MemRead_i;
        MemWrite_s <= MemWrite_i;
        ALUresult_s <= ALUresult_i;
        ReadData2_s <= ReadData2_i;
        Inst_s <= Inst_i;
    end
end
assign RegWrite_o = RegWrite_s;
assign MemtoReg_o = MemtoReg_s;
assign MemRead_o = MemRead_s;
assign MemWrite_o = MemWrite_s;
assign ALUresult_o = ALUresult_s;
assign ReadData2_o = ReadData2_s;
assign Inst_o = Inst_s;
endmodule
</file>
<file path="/design/flow/run.sh">
#!/bin/bash
# OpenROAD 26Q1-2900-gdf79404cd8, Yosys 0.63+post, stock flow scripts
make -C /OpenROAD-flow-scripts/flow DESIGN_CONFIG=/design/flow/config.mk WORK_HOME=/design/flow/orfs finish
</file>
<file path="/design/flow/config.mk">
export PLATFORM = sky130hd
export DESIGN_NAME = EXMEM
export DESIGN_NICKNAME = EXMEM
export VERILOG_FILES = /design/flow/design.v
export SDC_FILE = /design/flow/constraint.sdc
export NUM_CORES = 4
export LEC_CHECK = 1
export CORE_AREA = 10 10 133 133
export DIE_AREA = 0 0 143 143
</file>
<file path="/design/flow/constraint.sdc">
current_design EXMEM

set clk_period 1.0
set clk_io_pct 0.2

create_clock -name clk0 -period $clk_period [get_ports {clk_i}]

set non_clock_inputs [all_inputs -no_clocks]
set_input_delay [expr $clk_period * $clk_io_pct] -clock clk0 $non_clock_inputs
set_output_delay [expr $clk_period * $clk_io_pct] -clock clk0 [all_outputs]
</file>
==> reports/results.txt <==
status - finished, violations left
failing checks - setup timing
antenna violations before repair - 0
clock share of power - 41.2%
cycle use final - 104.7%
leakage - 2.129 nW
startpoint class of the critical path - flip-flop
tool warnings - 27
Initial Utilization - 17.02%
#MultiIn Comb - 0
Clock Pin Slew Worst Setup and Hold Paths - 70 ps
Maximum Capacitance Violations - 0
via count - 1,670
Worst Setup EP - Inst_o[25]
Period minus WS final - 1047 ps
final setup vio count - 85
dpl ws - -45.41 ps
H-tree lvl count - 3
synthesized area per cell - 25.02 um2
Seq/Total Area, Yosys - 100.0%
CP cell instances - buf_2
first-pass GRT wire length - 11.72 mm
Post-Layout Inst Area - 0.004611 mm2
switch share - 19.94%
clk buf depth - 2
Setup Crit Path Kind - flip-flop to output pin
ys cells - 100
postcts setup bufs - 0
total CTS buffers - 9
HPWL Detailed - 6.234 mm
port bufs - 201
post-layout util - 31.37%
Req. time, crit path - 800 ps
CTS tree - done
antenna viol nets, final - 0
sequential power share - 50.9%
critical path depth in cells - 1
Worst Path Arrival - 850 ps
Slew HR - 53.19%
Detailed Route WL - 7.747 mm
CP Capture Type - output pin
Clock Sinks - 100
area grow syn2layout - 84.25%
Placer Congestion - 0.7173
Slew Viols, Final - 0
crit-path max FO - 1
Die ar. - 0.02045 mm2
Initial DRC Count - 6
DR WL/cell - 15.31 um
Worst path top cell family by delay - flip-flops
Worst Path Buf+Inv - 1
most frequent cells in the layout - dfrtp_1, clkdlybuf4s50_1, buf_2, clkbuf_16
YS warnings - 1
f_max - 955.4 MHz
DRC - 0
Chip Area, Yosys - 0.002502 mm2
First-pass DRT Iterations - 2
Syn Inst Count - 100
number of global-route vias before repair - 1,974
Area after DPL - 0.004790 mm2
Combinational Area - 0 um2
worst setup margin - -46.65 ps
Chip Width - 143 um
Tot GR Track Use - 7.470%
Synth cell types - 1
Critical Path Start - Inst_s[25]
grt total ovfl - 0
Std-Cell Rows - 44
Least-Margin Pin Slew - 699.8 ps
switching power - 1.681 mW
die height - 143 um
I/O pins - 202
core area - 0.01470 mm2
Syn Std Cell Area - 0.002502 mm2
Internal - 6.749 mW
final hold viol count - 0
power per cell area - 1828 mW/mm2
Vias/cell - 3.300
CTS root buffer - clkbuf_16
slowest stage cell, crit path - dfrtp_1
Hold WC Path Type - input port to flip-flop
WHS Path Cells - 1
largest net degree at the start of global routing - 39
FF+latch count, synth - 100
Worst path max stage delay - 380 ps
antenna cell count - 0
RSZ-0062 raised after global routing - true
maximum vdd drop - 0.0007881 V
layout cells sized above 1 - 36.96%
Comb power frac - 7.9%
-- worst min-delay path by stage --
stage | start | to | slack, ps
final | Inst_i[3] | Inst_s[3] | 290
after global routing | Inst_i[13] | Inst_s[13] | 270
after CTS | Inst_i[13] | Inst_s[13] | 270
-- repair_timing --
item	in CTS	in global routing
hold buffers	2	0
pin swaps	0	0
endpoints found under the hold margin	16	0
gates resized	315	0
endpoints found under the setup margin	100	100
-- routing by layer --
metal	GRT usage, %	wire length (um)	up-vias
li1	-	-	741
met1	8.559	2750	795
met2	10.80	3446	123
met3	5.857	1360	11
met4	1.683	189	0
met5	0	0	-
-- flip-flops by register name, indices dropped and copies added (netlist names) --
name,flops
Inst_s,32
ALUresult_s,32
MemRead_s,1
MemWrite_s,1
ReadData2_s,32
MemtoReg_s,1
RegWrite_s,1
-- stage by stage --
stage | cells | hold slack (ps) | power, mW | setup TNS (ps)
2_1_floorplan | 100 | -95.59 | 4.319 | 0
3_3_place_gp | 488 | 97.82 | 5.264 | -195.6
3_5_place_dp | 488 | 98.10 | 5.267 | -185.6
4_1_cts | 506 | 267.1 | 8.621 | -3661
5_1_grt | 506 | 266.7 | 8.818 | -5185
6_report | 506 | 287.2 | 8.430 | -913.5
-- cell families after synthesis --
group	share of synthesized area, %
flops	100.0
-- cell usage after synthesis --
| master | n | area share, % |
|---|---|---|
| dfrtp_1 | 100 | 100 |
-- cell type report --
type,instances,area [um2]
fillers,1427,10090
flip-flops and latches,100,2502
repair buffers,206,1577
clock buffers,11,242.7
well taps,184,230.2
clock inverters,5,58.81
-- power by group through the flow --
stage	clock [mW]	sequential, mW	combinational (mW)
6_report	3.47	4.29	0.669
4_1_cts	3.63	4.29	0.699
5_1_grt	3.76	4.31	0.746
Power is estimated from default activity; no workload was simulated.
